===== flow/design.v =====
module debounce_module (
    input  i_clk   ,
    input  i_switch,
    output o_switch );
    parameter COUNTER_LIMIT = 250000;  
    reg [17:0] counter_i = 0;
    reg switch_i         = 1'b0;
    always @ (posedge i_clk)
    begin
      if (switch_i !== i_switch && counter_i < COUNTER_LIMIT)
        counter_i <= counter_i + 1;
      else if (counter_i == COUNTER_LIMIT)
        begin
          counter_i    <= 0;
          switch_i     <= i_switch;
        end
      else
        begin
          counter_i    <= 0;
        end
    end
    assign o_switch = switch_i;
endmodule
module proj_5 (
    input  i_Clk       ,
    input  i_Switch_1  ,
    input  i_Switch_3  ,
    output o_Segment1_A,
    output o_Segment1_B,
    output o_Segment1_C,
    output o_Segment1_D,
    output o_Segment1_E,
    output o_Segment1_F,
    output o_Segment1_G,
    output o_Segment2_A,
    output o_Segment2_B,
    output o_Segment2_C,
    output o_Segment2_D,
    output o_Segment2_E,
    output o_Segment2_F,
    output o_Segment2_G  );
    parameter LED_LIMIT = 9;
    reg r_switch_i = 1'b0;
    reg l_switch_i = 1'b0;
    reg [3:0] r_counter_i = 0;
    reg [3:0] l_counter_i = 0;
    wire switch_l_w;
    wire switch_r_w;
    debounce_module Debouncing_l
    (.i_clk(i_Clk)        ,
     .i_switch(i_Switch_1),
     .o_switch(switch_l_w)  );
    debounce_module Debouncing_r
    (.i_clk(i_Clk)        ,
     .i_switch(i_Switch_3),
     .o_switch(switch_r_w)  );
    seven_segment Left
    (.i_clk(i_Clk),
     .i_value(l_counter_i),
     .o_seg_A(o_Segment1_A),
     .o_seg_B(o_Segment1_B),
     .o_seg_C(o_Segment1_C),
     .o_seg_D(o_Segment1_D),
     .o_seg_E(o_Segment1_E),
     .o_seg_F(o_Segment1_F),
     .o_seg_G(o_Segment1_G));
     seven_segment Right
     (.i_clk(i_Clk),
      .i_value(r_counter_i),
      .o_seg_A(o_Segment2_A),
      .o_seg_B(o_Segment2_B),
      .o_seg_C(o_Segment2_C),
      .o_seg_D(o_Segment2_D),
      .o_seg_E(o_Segment2_E),
      .o_seg_F(o_Segment2_F),
      .o_seg_G(o_Segment2_G));
    always @ (posedge i_Clk)
      begin
        r_switch_i <= switch_r_w;
        l_switch_i <= switch_l_w;
        if (r_switch_i == 1'b0 && switch_r_w == 1'b1 && r_counter_i <= LED_LIMIT)
          r_counter_i <= r_counter_i + 1;
        if (r_switch_i == 1'b0 && switch_r_w == 1'b1 && r_counter_i == LED_LIMIT)
          begin
            if (l_counter_i == LED_LIMIT)
              begin
                l_counter_i <= 0;
                r_counter_i <= 0;
              end
            else
              begin
                l_counter_i <= l_counter_i + 1;
                r_counter_i <= 0;
              end
          end
        if (l_switch_i == 1'b0 && switch_l_w == 1'b1 && r_counter_i > 0)
          r_counter_i <= r_counter_i - 1;
        if (l_switch_i == 1'b0 && switch_l_w == 1'b1 && r_counter_i == 0)
          begin
            if (l_counter_i == 0)
              begin
                l_counter_i <= LED_LIMIT;
                r_counter_i <= LED_LIMIT;
              end
            else
              begin
                l_counter_i <= l_counter_i - 1;
                r_counter_i <= LED_LIMIT;
              end
          end
    end  
endmodule
module seven_segment(
  input       i_clk  ,
  input [3:0] i_value,
  output      o_seg_A,
  output      o_seg_B,
  output      o_seg_C,
  output      o_seg_D,
  output      o_seg_E,
  output      o_seg_F,
  output      o_seg_G);
  reg seg_A_i = 1'b0;
  reg seg_B_i = 1'b0;
  reg seg_C_i = 1'b0;
  reg seg_D_i = 1'b0;
  reg seg_E_i = 1'b0;
  reg seg_F_i = 1'b0;
  reg seg_G_i = 1'b0;
  always @ (posedge i_clk)
    begin
      case(i_value)
        4'b0000 :
          begin
            seg_A_i <= 0;
            seg_B_i <= 0;
            seg_C_i <= 0;
            seg_D_i <= 0;
            seg_E_i <= 0;
            seg_F_i <= 0;
            seg_G_i <= 1;
          end
        4'b0001 :
          begin
            seg_A_i <= 1;
            seg_B_i <= 0;
            seg_C_i <= 0;
            seg_D_i <= 1;
            seg_E_i <= 1;
            seg_F_i <= 1;
            seg_G_i <= 1;
          end
        4'b0010 :
          begin
            seg_A_i <= 0;
            seg_B_i <= 0;
            seg_C_i <= 1;
            seg_D_i <= 0;
            seg_E_i <= 0;
            seg_F_i <= 1;
            seg_G_i <= 0;
          end
        4'b0011 :
          begin
            seg_A_i <= 0;
            seg_B_i <= 0;
            seg_C_i <= 0;
            seg_D_i <= 0;
            seg_E_i <= 1;
            seg_F_i <= 1;
            seg_G_i <= 0;
          end
        4'b0100 :
          begin
            seg_A_i <= 1;
            seg_B_i <= 0;
            seg_C_i <= 0;
            seg_D_i <= 1;
            seg_E_i <= 1;
            seg_F_i <= 0;
            seg_G_i <= 0;
          end
        4'b0101 :
          begin
            seg_A_i <= 0;
            seg_B_i <= 1;
            seg_C_i <= 0;
            seg_D_i <= 0;
            seg_E_i <= 1;
            seg_F_i <= 0;
            seg_G_i <= 0;
          end
        4'b0110 :
          begin
            seg_A_i <= 0;
            seg_B_i <= 1;
            seg_C_i <= 0;
            seg_D_i <= 0;
            seg_E_i <= 0;
            seg_F_i <= 0;
            seg_G_i <= 0;
          end
        4'b0111 :
          begin
            seg_A_i <= 0;
            seg_B_i <= 0;
            seg_C_i <= 0;
            seg_D_i <= 1;
            seg_E_i <= 1;
            seg_F_i <= 1;
            seg_G_i <= 1;
          end
        4'b1000 :
          begin
            seg_A_i <= 0;
            seg_B_i <= 0;
            seg_C_i <= 0;
            seg_D_i <= 0;
            seg_E_i <= 0;
            seg_F_i <= 0;
            seg_G_i <= 0;
          end
        4'b1001 :
          begin
            seg_A_i <= 0;
            seg_B_i <= 0;
            seg_C_i <= 0;
            seg_D_i <= 1;
            seg_E_i <= 1;
            seg_F_i <= 0;
            seg_G_i <= 0;
          end
        4'b1010 :
          begin
            seg_A_i <= 0;
            seg_B_i <= 0;
            seg_C_i <= 0;
            seg_D_i <= 1;
            seg_E_i <= 0;
            seg_F_i <= 0;
            seg_G_i <= 0;
          end
        4'b1011 :
          begin
            seg_A_i <= 1;
            seg_B_i <= 1;
            seg_C_i <= 0;
            seg_D_i <= 0;
            seg_E_i <= 0;
            seg_F_i <= 0;
            seg_G_i <= 0;
          end
        4'b1100 :
          begin
            seg_A_i <= 0;
            seg_B_i <= 1;
            seg_C_i <= 1;
            seg_D_i <= 0;
            seg_E_i <= 0;
            seg_F_i <= 0;
            seg_G_i <= 1;
          end
        4'b1101 :
          begin
            seg_A_i <= 1;
            seg_B_i <= 0;
            seg_C_i <= 0;
            seg_D_i <= 0;
            seg_E_i <= 0;
            seg_F_i <= 1;
            seg_G_i <= 0;
          end
        4'b1110 :
          begin
            seg_A_i <= 0;
            seg_B_i <= 1;
            seg_C_i <= 1;
            seg_D_i <= 0;
            seg_E_i <= 0;
            seg_F_i <= 0;
            seg_G_i <= 0;
          end
        4'b1111 :
          begin
            seg_A_i <= 0;
            seg_B_i <= 1;
            seg_C_i <= 1;
            seg_D_i <= 1;
            seg_E_i <= 0;
            seg_F_i <= 0;
            seg_G_i <= 0;
          end
      endcase
  end
  assign o_seg_A = seg_A_i;
  assign o_seg_B = seg_B_i;
  assign o_seg_C = seg_C_i;
  assign o_seg_D = seg_D_i;
  assign o_seg_E = seg_E_i;
  assign o_seg_F = seg_F_i;
  assign o_seg_G = seg_G_i;
endmodule

===== flow/run.sh =====
#!/bin/bash
# OpenROAD 26Q1-2900-gdf79404cd8, Yosys 0.63+post, stock flow scripts
make -C /OpenROAD-flow-scripts/flow DESIGN_CONFIG=/design/flow/config.mk WORK_HOME=/design/flow/orfs finish

===== flow/config.mk =====
export PLATFORM = sky130hd
export DESIGN_NAME = proj_5
export DESIGN_NICKNAME = proj_5
export VERILOG_FILES = /design/flow/design.v
export SDC_FILE = /design/flow/constraint.sdc
export NUM_CORES = 4
export LEC_CHECK = 1
export CORE_UTILIZATION = 30

===== flow/constraint.sdc =====
current_design proj_5

set clk_period 3.1
set clk_io_pct 0.2

create_clock -name clk0 -period $clk_period [get_ports {i_Clk}]

set non_clock_inputs [all_inputs -no_clocks]
set_input_delay [expr $clk_period * $clk_io_pct] -clock clk0 $non_clock_inputs
set_output_delay [expr $clk_period * $clk_io_pct] -clock clk0 [all_outputs]

==> impl_metrics.xml <==
<?xml version="1.0" encoding="UTF-8"?>
<metrics>
  <group name="outcome">
    <metric name="run_status" unit="">finished, final reports clean</metric>
  </group>
  <group name="grt">
    <metric name="grt_use_met3" unit="%">1.639</metric>
    <metric name="number_of_global_route_vias_before_repair" unit="">2162</metric>
    <metric name="grt.met1_usage" unit="%">16.41</metric>
    <metric name="grt_antenna_before_repair" unit="">0</metric>
    <metric name="global_route.peak_usage_layer" unit="">met2</metric>
    <metric name="gr-usage-all-layers" unit="%">11.08</metric>
    <metric name="grt_first_pass_wirelength" unit="um">9508</metric>
    <metric name="gr-usage-met2" unit="%">17.64</metric>
    <metric name="grt-ovfl-total" unit="">0</metric>
    <metric name="grt_start_max_net_pins" unit="">23</metric>
  </group>
  <group name="clock_tree">
    <metric name="tritoncts" unit="">done</metric>
    <metric name="clk_latency" unit="ps">340</metric>
    <metric name="ctsRootBufferMaster" unit="">sky130_fd_sc_hd__clkbuf_8</metric>
    <metric name="cts.repair_timing.setup_buffer_count" unit="">0</metric>
    <metric name="tritoncts.num_buffers" unit="">9</metric>
    <metric name="h-tree-depth" unit="">3</metric>
    <metric name="ctsResizeCount" unit="">0</metric>
    <metric name="max-clock-path-buffers" unit="">2</metric>
    <metric name="clk_pin_slew_worst_paths" unit="ps">70</metric>
    <metric name="cts.hold.buffers_added" unit="">0</metric>
    <metric name="cts_sinks" unit="">62</metric>
  </group>
  <group name="pwr">
    <metric name="power.switching_fraction" unit="%">23.00</metric>
    <metric name="static-leakage-power" unit="nW">1.281</metric>
    <metric name="share_comb_of_total_power" unit="%">2.0</metric>
    <metric name="total_power" unit="mW">1.512</metric>
    <metric name="power.sequential.fraction" unit="%">54.4</metric>
    <metric name="internal_cell_power" unit="mW">1.164</metric>
    <metric name="peakVddDrop" unit="V">0.0001782</metric>
    <metric name="power.share.clock" unit="%">43.5</metric>
    <metric name="p_per_cell_area" unit="nW/um^2">426.5</metric>
    <metric name="sw_pwr" unit="mW">0.3478</metric>
  </group>
  <group name="route">
    <metric name="viasPerCell" unit="">4.677</metric>
    <metric name="drtIter0Drc" unit="">81</metric>
    <metric name="post_drt_wl_per_cell" unit="um">10.61</metric>
    <metric name="antenna_left" unit="">0</metric>
    <metric name="detailed_router_iteration_count_before_antenna_repair" unit="">5</metric>
    <metric name="remaining_drc_errors" unit="">0</metric>
    <metric name="drt-total-wl" unit="um">5328</metric>
    <metric name="route.antenna.diode_count" unit="">0</metric>
    <metric name="via_count" unit="">2348</metric>
  </group>
  <group name="worst_setup_path">
    <metric name="cell_class_contributing_the_biggest_share_of_worst_path_delay" unit="">flip-flops</metric>
    <metric name="critical_path_depth" unit="">4</metric>
    <metric name="worst_path_max_delay_cell" unit="">sky130_fd_sc_hd__dfxtp_1</metric>
    <metric name="cp.required" unit="ps">3070</metric>
    <metric name="worstSetupEndpointType" unit="">register</metric>
    <metric name="slowest_delay" unit="ps">510</metric>
    <metric name="maximum_net_fanout_on_the_critical_path" unit="">10</metric>
    <metric name="timing.critical_path.cells" unit="">ha_1 &gt; nor2b_1 &gt; nand2_1 &gt; o21ai_0</metric>
    <metric name="crit_buf_inv" unit="">0</metric>
    <metric name="reg2regPathDepth" unit="">4</metric>
    <metric name="arrival" unit="ps">1970</metric>
    <metric name="worst-setup-path-type" unit="">register to register</metric>
    <metric name="critPathLaunchType" unit="">register</metric>
  </group>
  <group name="yosys">
    <metric name="synth_top_cell_by_area" unit="">sky130_fd_sc_hd__dfxtp_1</metric>
    <metric name="synth_top_flop_cell" unit="">sky130_fd_sc_hd__dfxtp_1</metric>
    <metric name="post_synth.cell_area_avg" unit="sq um">8.819</metric>
    <metric name="ys_ff" unit="">62</metric>
    <metric name="top_cell_area_share" unit="%">36.42</metric>
    <metric name="netlist.top_cell.by_instances" unit="">sky130_fd_sc_hd__dfxtp_1</metric>
    <metric name="yosys-top-cells-area" unit="">sky130_fd_sc_hd__dfxtp_1 36%, sky130_fd_sc_hd__ha_1 6.1%, sky130_fd_sc_hd__nor2_1 6.0%, sky130_fd_sc_hd__edfxtp_1 5.9%, sky130_fd_sc_hd__xnor2_1 5.7%</metric>
    <metric name="yosys.stat.chipArea" unit="sq um">3078</metric>
    <metric name="yosys_warnings" unit="">3</metric>
    <metric name="postSynth.asyncResetShare" unit="%">0</metric>
    <metric name="synthCells" unit="">349</metric>
    <metric name="synth.distinct_cells" unit="">50</metric>
    <metric name="seq_area_frac_synth" unit="%">42.28</metric>
    <metric name="synthTopCellsByCount" unit="">56 x sky130_fd_sc_hd__dfxtp_1, 49 x sky130_fd_sc_hd__nor2_1, 21 x sky130_fd_sc_hd__nand2_1, 20 x sky130_fd_sc_hd__nand3_1, 20 x sky130_fd_sc_hd__xnor2_1</metric>
    <metric name="synth-edff-count" unit="">6</metric>
    <metric name="syn-cell-area" unit="sq um">3078</metric>
    <metric name="ys_cells" unit="">349</metric>
  </group>
  <group name="sta">
    <metric name="finalWorstPathRequiredPeriod" unit="ps">2002</metric>
    <metric name="min_period_over_period" unit="%">64.58</metric>
    <metric name="setup_viol_count_final" unit="">0</metric>
    <metric name="clock_skew" unit="ps">12.13</metric>
    <metric name="timing_worst_slew_pin_value" unit="ps">748.5</metric>
    <metric name="rsz0062_at_grt" unit="">no</metric>
    <metric name="finalHoldViolCount" unit="">0</metric>
    <metric name="fmax" unit="GHz">0.4995</metric>
    <metric name="final_report_max_slew_violation_count" unit="">0</metric>
    <metric name="setup_total_negative_slack" unit="ps">0</metric>
    <metric name="hold_slack" unit="ps">438.2</metric>
    <metric name="finalWorstSetupSlack" unit="ps">1098</metric>
    <metric name="slew_headroom" unit="%">50.10</metric>
  </group>
  <group name="die">
    <metric name="die-area" unit="sq um">10670</metric>
    <metric name="die-width" unit="um">103.3</metric>
    <metric name="fp.dieH" unit="um">103.3</metric>
    <metric name="ioPinCount" unit="">17</metric>
    <metric name="core_region_area" unit="sq um">9864</metric>
    <metric name="floorplan.rows" unit="">36</metric>
    <metric name="fp_util" unit="%">31.20</metric>
  </group>
  <group name="cells_and_area">
    <metric name="stdcell_count" unit="">502</metric>
    <metric name="layout-drive-gt1-share" unit="%">7.588</metric>
    <metric name="layout.filler_cells" unit="">962</metric>
    <metric name="final_design_area_no_fill" unit="sq um">3546</metric>
    <metric name="finish.utilization" unit="%">35.95</metric>
    <metric name="flow.area_growth_from_synthesis" unit="%">15.20</metric>
  </group>
  <group name="run">
    <metric name="openroad.warnings" unit="">34</metric>
    <metric name="maxCapViolations" unit="">0</metric>
  </group>
  <group name="hold_path">
    <metric name="timing.hold.worst_path_depth" unit="">0</metric>
    <metric name="hold_path.class" unit="">register to register</metric>
  </group>
  <group name="place">
    <metric name="postPlaceCellArea" unit="sq um">3359</metric>
    <metric name="dp_slack" unit="ps">1126</metric>
    <metric name="dpl.hpwl" unit="um">3598</metric>
    <metric name="routabilityCongestion" unit="">0.8337</metric>
    <metric name="place.port_buffers" unit="">16</metric>
    <metric name="placed_cells_incl_taps" unit="">486</metric>
  </group>
</metrics>
==> area by class of cell <==
cell class / count / area [sq um] / area share (%)
Clock buffer: 11 / 152.6 / 4.305
Tap cell: 133 / 166.4 / 4.693
Clock inverter: 5 / 33.78 / 0.9527
Multi-Input combinational cell: 257 / 1660 / 46.82
Timing Repair Buffer: 17 / 167.7 / 4.728
Sequential cell: 62 / 1301 / 36.70
Inverter: 17 / 63.81 / 1.800
==> power groups by stage <==
| stage | Clock, mW | Combinational, mW | Sequential (mW) |
|---|---|---|---|
| 4_1_cts | 0.678 | 0.0315 | 0.823 |
| 5_1_grt | 0.716 | 0.0373 | 0.824 |
| 6_report | 0.658 | 0.0310 | 0.823 |
==> final timing paths <==
path,slack (ps),to,from
worst max register to register,1100,l_counter_i[1]$_DFFE_PP_,r_counter_i[0]$_SDFFE_PP1P_
worst min register to register,440,l_switch_i$_DFF_P_,Debouncing_l.switch_i$_DFFE_PP_
worst min-delay path,440,l_switch_i$_DFF_P_,Debouncing_l.switch_i$_DFFE_PP_
worst max-delay path,1100,l_counter_i[1]$_DFFE_PP_,r_counter_i[0]$_SDFFE_PP1P_
==> layout by cell type (no fill, tap or decap), types with 2 or more instances in the layout <==
cell,n
sky130_fd_sc_hd__nor2_1,49
sky130_fd_sc_hd__mux2i_1,5
sky130_fd_sc_hd__xor2_1,12
sky130_fd_sc_hd__nor3_1,10
sky130_fd_sc_hd__o21bai_1,2
sky130_fd_sc_hd__nand3_1,20
sky130_fd_sc_hd__a22oi_1,2
sky130_fd_sc_hd__nor4_1,11
sky130_fd_sc_hd__a21oi_1,11
sky130_fd_sc_hd__o21ai_0,15
sky130_fd_sc_hd__nand2b_1,7
sky130_fd_sc_hd__a21o_1,2
sky130_fd_sc_hd__ha_1,15
sky130_fd_sc_hd__nand4_1,10
sky130_fd_sc_hd__o31ai_1,3
sky130_fd_sc_hd__nand2_1,21
sky130_fd_sc_hd__nor2b_1,6
sky130_fd_sc_hd__clkinv_2,2
sky130_fd_sc_hd__a31oi_1,5
sky130_fd_sc_hd__inv_1,16
sky130_fd_sc_hd__edfxtp_1,6
sky130_fd_sc_hd__xnor2_1,20
sky130_fd_sc_hd__and4_1,4
sky130_fd_sc_hd__a31o_2,2
sky130_fd_sc_hd__clkbuf_8,9
sky130_fd_sc_hd__clkinvlp_4,2
sky130_fd_sc_hd__and3_1,4
sky130_fd_sc_hd__dfxtp_1,56
sky130_fd_sc_hd__clkdlybuf4s50_1,16
==> metal layers <==
| layer | up-vias | routed length [um] |
|---|---|---|
| li1 | 1245 | - |
| met1 | 1065 | 2807 |
| met2 | 31 | 2312 |
| met3 | 7 | 141 |
| met4 | 0 | 67 |
| met5 | - | 0 |
==> cell families (layout without fill, tap and decap cells) <==
group	Yosys count	in the layout	synth area share [%]
mux	6	6	1.992
fa+ha+maj	15	15	6.098
xor+xnor	32	32	9.106
flops	62	62	42.28
buf+inv	30	50	3.780
simple gates	153	153	25.77
compound gates	51	51	10.98
==> state kept, by name (all words and copies together), names as in the netlist, 4 cells and up <==
signal,flops
l_counter_i,4
Debouncing_l.counter_i,18
Debouncing_r.counter_i,18
r_counter_i,4
Power and IR drop assume default switching activity.
