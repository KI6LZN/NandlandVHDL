==> ./config.mk <==
export PLATFORM = sky130hd
export DESIGN_NAME = proj_4
export DESIGN_NICKNAME = proj_4
export VERILOG_FILES = /design/flow/design.v
export SDC_FILE = /design/flow/constraint.sdc
export NUM_CORES = 4
export LEC_CHECK = 1
export CORE_AREA = 10 10 88 88
export DIE_AREA = 0 0 98 98
==> ./constraint.sdc <==
current_design proj_4

set clk_period 2.4
set clk_io_pct 0.2

create_clock -name clk0 -period $clk_period [get_ports {i_Clk}]

set non_clock_inputs [all_inputs -no_clocks]
set_input_delay [expr $clk_period * $clk_io_pct] -clock clk0 $non_clock_inputs
set_output_delay [expr $clk_period * $clk_io_pct] -clock clk0 [all_outputs]
==> ./design.v <==
module debounce_module (
    input  i_clk   ,
    input  i_switch,
    output o_switch );
    parameter COUNTER_LIMIT = 250000;  
    reg [17:0] counter_i = 0;
    reg switch_i         = 1'b0;
    always @ (posedge i_clk)
    begin
      if (switch_i !== i_switch && counter_i < COUNTER_LIMIT)
        counter_i <= counter_i + 1;
      else if (counter_i == COUNTER_LIMIT)
        begin
          counter_i    <= 0;
          switch_i     <= i_switch;
        end
      else
        begin
          counter_i    <= 0;
        end
    end
    assign o_switch = switch_i;
endmodule
module proj_4 (
    input  i_Clk     ,
    input  i_Switch_1,
    output o_LED_1   );
    reg LED_1_i  = 1'b0;
    reg switch_i = 1'b0;
    wire switch_w;
    debounce_module Debouncing
    (.i_clk(i_Clk)        ,
     .i_switch(i_Switch_1),
     .o_switch(switch_w)  );
    always @ (posedge i_Clk)
      begin
        switch_i <= switch_w;
        if (switch_i == 1'b1 && switch_w == 1'b0)
          LED_1_i <= ~LED_1_i;
      end
    assign o_LED_1 = LED_1_i;
endmodule
==> ./run.sh <==
#!/bin/bash
# OpenROAD 26Q1-2900-gdf79404cd8, Yosys 0.63+post, stock flow scripts
make -C /OpenROAD-flow-scripts/flow DESIGN_CONFIG=/design/flow/config.mk WORK_HOME=/design/flow/orfs finish
==> flow_summary.json <==
{
  "worstSetupPathType": "flop to flop",
  "place_area_mm2": 0.00108,
  "seq_area_um2": 440,
  "hold_buffers": 0,
  "fp_util_pct": 16.6,
  "h-tree-depth": 1,
  "num-fill-cells": 641,
  "grt_antenna_before_repair": 0,
  "drt_wl_total_um": 1580,
  "cts_buffers": 3,
  "core_area_mm2": 0.00592,
  "synthCells": 104,
  "tritoncts": "built",
  "cts_resized": 0,
  "ys_seq_share_pct": 44.8,
  "chip_area_mm2": 0.00960,
  "hp-class": "flop to flop",
  "grt_max_degree": 19,
  "setup_viol": 0,
  "outcome": "completed",
  "drt_first_pass_iters": 4,
  "finalCritPeriodShare_pct": 71.0,
  "final_antenna_net_count": 0,
  "avgSynthCellArea_um2": 9.44,
  "slew_headroom_pct": 49.7,
  "yosys.area_share.simple_pct": 30.4,
  "postCtsSetupBuffers": 0,
  "max_cap_viol_count": 0,
  "grt_pass1_vias": 696,
  "crit_fanout": 18,
  "cts.clk_slew.worst_paths_ns": 0.07,
  "endpoint_kind": "flop",
  "cts_sinks": 21,
  "drt_iter0_drc": 20,
  "tns_ns": 0,
  "yosys_area_um2": 982,
  "wl_per_cell_um": 8.66,
  "place_congestion": 0.814,
  "fmax_mhz": 587,
  "hold_slack_ns": 0.428,
  "final_cell_mix": "24 x nor2_1, 19 x dfxtp_1, 14 x xnor2_1",
  "worst_pin_slew_ns": 0.754,
  "ys_top_logic_family": "simple AND/OR/NAND/NOR gates",
  "finalClockSkew_ns": 0.00361,
  "xor_share_pct": 14.3,
  "cp-start-kind": "flop",
  "mux_share_pct": 0,
  "leakagePower_nw": 0.354,
  "grt_use_total_pct": 3.58,
  "required_ns": 2.51,
  "num_antenna_cells": 0,
  "yosys.area_share.aoi_pct": 3.57,
  "ys_cells": 104,
  "die_h_um": 98,
  "ys_types": 24,
  "grt_overflow": 0,
  "design_power_total_mw": 0.607,
  "pin_count": 3,
  "final_util_pct": 19.0,
  "drive_gt1_share_pct": 9.26,
  "period_needed_ns": 1.70,
  "mi_logic_area_um2": 499,
  "num_rows": 28,
  "yosysWarnings": 2,
  "r2r_slack_ns": 0.70,
  "portBuffers": 2,
  "layout_top_cell": "nor2_1",
  "warnings": 26,
  "hold_viol_final": 0,
  "grt_setup_unrepaired": "no",
  "clock_path_buffers": 2,
  "area.growth.synth_to_final_pct": 14.5,
  "ys_sh_adder_pct": 2.55,
  "root_buffer": "clkbuf_8",
  "slew_violations": 0,
  "vias_per_cell": 3.83,
  "dr_total_vias": 701,
  "vdd_ir_drop_max_v": 0.000542,
  "grt_pass1_wl_um": 3050,
  "powerDensity_mw_per_mm2": 540,
  "drc": 0,
  "netlist_area_um2": 982,
  "clock_latency_ns": 0.26,
  "ys_seq_elements": 21,
  "design_area_mm2": 0.00112,
  "dpl.hpwl_um": 1090,
  "fp.dieW_um": 98,
  "worstPathArrival_ns": 1.82
}
[path summary, 6_finish.rpt]
check                                from                      end  cells after the start
setup / recovery  Debouncing.counter_i[5]  Debouncing.counter_i[5]                      4
hold / removal        Debouncing.switch_i                 switch_i                      0
setup reg to reg  Debouncing.counter_i[5]  Debouncing.counter_i[5]                      4
hold reg to reg       Debouncing.switch_i                 switch_i                      0
[metal layers]
metal  vias to the layer above  wire length [µm]  track usage, %  share of wire [%]
li1                        359                 -               -                  -
met1                       332               807            4.65                 51
met2                         8               678            5.79                 43
met3                         2                85            1.28                5.4
met4                         0                12           0.336               0.76
met5                         -                 0               0                  0
[layout make-up]
cell class,count,share of cell area (%)
Multi-Input combinational cell,74,44.4
Timing Repair Buffer,2,1.78
Inverter,7,2.34
Sequential cell,21,39.2
Tap cell,75,8.34
Clock buffer,4,4.00
[stage by stage]
step | cells | worst slack (ns)
2_1_floorplan | 104 | 0.980
3_3_place_gp | 179 | 0.679
3_5_place_dp | 179 | 0.670
4_1_cts | 183 | 0.650
5_1_grt | 183 | 0.553
6_report | 183 | 0.696
[synth_stat cells, drive strengths merged]
library cell / count / area, µm²
inv: 7 / 26.3
ha: 2 / 25.0
o31ai: 2 / 28.8
nor2: 24 / 90.1
nand2: 5 / 18.8
xnor2: 14 / 123
nor4: 7 / 65.1
buf: 2 / 16.3
dfxtp: 19 / 380
nand3: 6 / 35.0
nor2b: 1 / 6.26
a31oi: 1 / 6.26
edfxtp: 2 / 60.1
nand4: 5 / 52.6
nor3: 4 / 20.0
xor2: 2 / 17.5
and3: 1 / 11.3
[worst max-delay path, stage by stage, from the launching register on]
cell,delay (ns)
dfxtp_1,0.46
o31ai_1,0.12
and3_4,0.20
o31ai_4,0.65
nor2_1,0.12
[state kept, by name, indices dropped and copies added (netlist names)]
name                  flops
Debouncing.counter_i     18
switch_i                  1
LED_1_i                   1
Debouncing.switch_i       1
[where the power goes]
part	internal, mW	switching (mW)
clock network	0.118	0.108
registers	0.357	0.00568
logic	0.00775	0.0106
total	0.483	0.124
[logic make-up after synthesis]
family,Yosys count
buffers and inverters,9
adders and majority gates,2
xor gates and xnor gates,16
AOI/OAI and AO/OA,3
and+or+nand+nor,53
DFF,21
Power figures rest on the tool's default switching activity, not on a simulated workload.
