$ cat config.mk
export PLATFORM = sky130hd
export DESIGN_NAME = proj_6
export DESIGN_NICKNAME = proj_6
export VERILOG_FILES = /design/flow/design.v
export SDC_FILE = /design/flow/constraint.sdc
export NUM_CORES = 4
export LEC_CHECK = 1
export CORE_UTILIZATION = 30
$ cat constraint.sdc
current_design proj_6

set clk_period 3.0
set clk_io_pct 0.2

create_clock -name clk0 -period $clk_period [get_ports {i_Clk}]

set non_clock_inputs [all_inputs -no_clocks]
set_input_delay [expr $clk_period * $clk_io_pct] -clock clk0 $non_clock_inputs
set_output_delay [expr $clk_period * $clk_io_pct] -clock clk0 [all_outputs]
$ cat design.v
module proj_6 (
  input  i_Clk,
  output o_LED_1,
  output o_LED_2,
  output o_LED_3,
  output o_LED_4);
  parameter MAX_1  = 12500000;   
  parameter MAX_2  = 6250000;    
  parameter MAX_5  = 2500000;    
  parameter MAX_10 = 1250000;    
  reg led_1_i = 1'b0;
  reg led_2_i = 1'b0;
  reg led_3_i = 1'b0;
  reg led_4_i = 1'b0;
  reg [24:0] counter_1_i = 0;
  reg [23:0] counter_2_i = 0;
  reg [22:0] counter_5_i = 0;
  reg [21:0] counter_10_i = 0;
  always @ (posedge i_Clk)
    begin
      counter_1_i <= counter_1_i + 1;
      counter_2_i <= counter_2_i + 1;
      counter_5_i <= counter_5_i + 1;
      counter_10_i <= counter_10_i + 1;
      if (counter_1_i == MAX_1)
        begin
          led_1_i <= ~led_1_i;
          counter_1_i <= 0;
        end
      if (counter_2_i == MAX_2)
        begin
          led_2_i <= ~led_2_i;
          counter_2_i <= 0;
        end
      if (counter_5_i == MAX_5)
        begin
          led_3_i <= ~led_3_i;
          counter_5_i <= 0;
        end
      if (counter_10_i == MAX_10)
        begin
          led_4_i <= ~led_4_i;
          counter_10_i <= 0;
        end
    end
  assign o_LED_1 = led_1_i;
  assign o_LED_2 = led_2_i;
  assign o_LED_3 = led_3_i;
  assign o_LED_4 = led_4_i;
endmodule
$ cat run.sh
#!/bin/bash
# OpenROAD 26Q1-2900-gdf79404cd8, Yosys 0.63+post, stock flow scripts
make -C /OpenROAD-flow-scripts/flow DESIGN_CONFIG=/design/flow/config.mk WORK_HOME=/design/flow/orfs finish
==> flow_metrics.env <==
# physical design summary
export IMPL_max_cap_viol_count=0
export IMPL_grt_overflow=0
export IMPL_netlist_area_um2=4150
export IMPL_worst_r2r_setup_slack_ns=0.92
export IMPL_io_buffers=4
export IMPL_diodes=0
export IMPL_core_rowCount=42
export IMPL_cts_inserted_buffers=9
export IMPL_cts_sinks=98
export IMPL_ys_sh_aoi=0.0187
export IMPL_wl_per_cell_um=10.6
export IMPL_fmax_ghz=0.481
export IMPL_crit_fanout=12
export IMPL_fp_util=0.311
export IMPL_reg2reg_from="counter_5_i[3]"
export IMPL_yosys_top_cells_area="dfxtp_1, xor2_1, xnor2_1, nand3_1, nor2_1"
export IMPL_tightest_slew_ns=0.903
export IMPL_layout_area_comb_um2=2060
export IMPL_grt_pass1_wl_um=12300
export IMPL_crit_chain="or4b_1 -> or4_1 -> nor2_2"
export IMPL_place_gp_congestion=0.830
export IMPL_clock_latency_ns=0.34
export IMPL_first_global_vias=2809
export IMPL_synth_seq_cells=98
export IMPL_cp_arrival_ns=2.07
export IMPL_ys_area_um2=4150
export IMPL_core_area_um2=13300
export IMPL_ff_type="dfxtp_1"
export IMPL_crit_path_max_incr_delay_ns=0.51
export IMPL_crit_family="simple AND/OR/NAND/NOR gates"
export IMPL_finalClockPeriodUsage=0.693
export IMPL_yosys_top_cells_count="dfxtp_1, nor2_1, nand3_1"
export IMPL_viasPerCell=4.62
export IMPL_synth_top_cell_area_share=0.453
export IMPL_worstSetupEndpointType="flop"
export IMPL_edf_count=4
export IMPL_num_fill_cells=1330
export IMPL_peakVddDrop_uv=294
export IMPL_fin_skew_ns=0.00621
export IMPL_slew_viol_final=0
export IMPL_cp_slowest_cell="or4b_1"
export IMPL_yosysTopAreaCell="dfxtp_1"
export IMPL_min_period_ns=2.08
export IMPL_yosysWarnings=1
export IMPL_netlist_top_cell_by_instances="dfxtp_1"
export IMPL_synth_seq_share=0.482
export IMPL_powerDensity_nw_per_um2=520
export IMPL_critPathKind="flop to flop"
export IMPL_die_h_um=120
export IMPL_crit_start="counter_5_i[3]"
export IMPL_hold_path_class="flop to flop"
export IMPL_hold_viol=0
export IMPL_grt_max_degree=17
export IMPL_ys_sh_adder=0.0241
export IMPL_vias=2956
export IMPL_cts_max_level=3
export IMPL_grt_use_total=0.103
export IMPL_regToRegEndpoint="led_3_i"
export IMPL_pin_count=5
export IMPL_avgSynthCellArea_um2=9.31
export IMPL_seq_area_um2=2000
export IMPL_cp_endpoint="led_3_i"
export IMPL_cts_buffer_depth=2
export IMPL_yosysUniqueCellTypes=38
export IMPL_drtIter0Drc=158
export IMPL_dr_pass1_iters=4
export IMPL_drtAntennaViolNets=0
export IMPL_start_kind="flop"
export IMPL_tool_warnings=29
export IMPL_cts_repair_resized=0
export IMPL_yosys_cells=446
export IMPL_wirelength_um=6800
export IMPL_synthArstFlopShare=0
export IMPL_ff2ff_path_depth=3
export IMPL_setup_viol=0
export IMPL_cp_num_buf_inv=0
export IMPL_cts_hold_buf=0
export IMPL_dp_cells=624
export IMPL_post_dp_hpwl_um=4730
export IMPL_clk_pin_slew_ns=0.07
export IMPL_drc=0
export IMPL_status="finished clean"
export IMPL_fin_setup_tns_ns=0
export IMPL_relSlewSlack=0.392
export IMPL_logic_family="simple AND/OR/NAND/NOR gates"
export IMPL_cp_required_ns=2.99
export IMPL_final_cells=640
export IMPL_synth_mux_area_fraction=0.00482
export IMPL_power_leakage_nw=1.76
export IMPL_xor_area_frac=0.154
export IMPL_crit_cells=3
export IMPL_area_growth_syn_to_layout_pct=13.5
export IMPL_netlist_instances=446
export IMPL_root_buffer="clkbuf_16"
export IMPL_cts_tree="yes"
export IMPL_drive_above_1_share=0.0517
export IMPL_simple_gate_share=0.295
export IMPL_rsz0062_at_grt="false"
export IMPL_postCtsSetupBuffers=0
export IMPL_antenna_found_initial=0
export IMPL_chipArea_um2=14300
export IMPL_die_x_um=120
## placed cells by master (no fill, tap or decap), drive strengths merged, types with 2 or more instances in the layout
cell           count
mux2i              2
ha                 8
inv               17
nor2              53
clkinv             3
and3              19
nor4b              9
and2               4
nand4             21
xor2              37
nand2             30
clkbuf            10
nor2b              3
or2                3
and4               5
o21ai             10
clkdlybuf4s50      4
nand2b             2
or4                2
or3                3
edfxtp             4
nor4               4
nand3             46
nor4bb             2
xnor2             36
dfxtp             94
nor3              16
nand3b             5
buf                3
## logic make-up after synthesis
| family | after synthesis |
|---|---|
| AOI/OAI and AO/OA | 14 |
| buffers and inverters | 21 |
| adders and majority gates | 8 |
| DFF | 98 |
| muxes | 2 |
| xor gates and xnor gates | 73 |
| and+or+nand+nor | 230 |
## metrics by stage
step | cell area [µm²] | util | hold WS [ns] | total power, mW | setup slack [ns]
6_report | 4710 | 0.353 | 0.460 | 2.45 | 0.920
5_1_grt | 4710 | 0.353 | 0.470 | 2.54 | 0.735
4_1_cts | 4710 | 0.353 | 0.463 | 2.49 | 0.903
3_5_place_dp | 4410 | 0.330 | 0.452 | 1.34 | 0.907
3_3_place_gp | 4410 | 0.330 | 0.447 | 1.34 | 0.943
2_1_floorplan | 4150 | - | 0.432 | 1.34 | 1.15
## sequential cells by signal (all words and copies together), names as in the netlist
register	count
led_4_i	1
counter_10_i	22
counter_1_i	25
counter_5_i	23
counter_2_i	24
led_1_i	1
led_3_i	1
led_2_i	1
## how the worst min path moves through the flow
stage / slack, ns / cells past startpoint / end / start
after CTS: 0.46 / 1 / counter_10_i[21] / counter_10_i[21]
final: 0.46 / 1 / counter_10_i[21] / counter_10_i[21]
after global routing: 0.47 / 1 / counter_10_i[21] / counter_10_i[21]
## power by group
| part | switching (mW) | internal (mW) |
|---|---|---|
| combinational | 0 | 0 |
| sequential | 0 | 1.31 |
| clock | 0.472 | 0.668 |
| total | 0.472 | 1.98 |
## routing by layer
layer	share of wire	global-route usage
met1	0.53	0.155
met2	0.43	0.159
met3	0.032	0.0214
met4	0.014	0.0164
met5	0	0
## final cells by class
| type | instances | area share |
|---|---|---|
| Inverter | 16 | 0.0127 |
| Clock buffer | 10 | 0.0507 |
| Multi-Input combinational cell | 327 | 0.438 |
| Tap cell | 176 | 0.0467 |
| Sequential cell | 98 | 0.425 |
| Clock inverter | 6 | 0.0135 |
| Timing Repair Buffer | 7 | 0.0133 |
Power is estimated from default activity; no workload was simulated.
